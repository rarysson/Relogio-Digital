==> ./design.v <==
module bcd_7seg(
	input [3:0] bcd_display_in,
	output logic [6:0] bcd_display_out
);
always_comb
	case (bcd_display_in)
		4'd0:  
			bcd_display_out <= 7'd0;
		4'd1:
			bcd_display_out <= 7'd1;
		4'd2:
			bcd_display_out <= 7'd2;
		4'd3:
			bcd_display_out <= 7'd3;
		4'd4:
			bcd_display_out <= 7'd4;
		4'd5:
			bcd_display_out <= 7'd5;
		4'd6:
			bcd_display_out <= 7'd6;
		4'd7:
			bcd_display_out <= 7'd7;
		4'd8:
			bcd_display_out <= 7'd8;
		4'd9:
			bcd_display_out <= 7'd9;
		default:
			bcd_display_out <= 7'd55;
	endcase
endmodule
module enable_1hz(
	input enable_clock,
	input enable_reset,
	output logic enable_pulseout
);
logic [25:0] contador;
always_ff @(posedge enable_clock)
	if (!enable_reset)
		contador <= 26'd0;
	else
		if (contador == 26'd1)  
			contador <= 26'd0;
		else
			contador <= contador + 26'd1;
always_comb
	enable_pulseout <= (contador == 26'd1);  
endmodule
module maq_h(
	input maqh_clock,
	input maqh_reset,
	input maqh_enable,
	input maqh_add,
	output logic [3:0] maqh_uni,
	output logic [2:0] maqh_dez
);
always_ff @(posedge maqh_clock) begin
	if (!maqh_reset) begin
		maqh_uni <= 4'd0;
		maqh_dez <= 3'd0;
	end
	else if (maqh_enable & maqh_add) begin
		if (maqh_dez == 3'd2 & maqh_uni == 4'd3) begin
			maqh_uni = 4'd0;
			maqh_dez = 3'd0;
		end
		else begin
			maqh_uni <= maqh_uni + 4'd1;
			if (maqh_uni == 4'd3) begin  
				maqh_uni <= 4'd0;
				maqh_dez <= maqh_dez + 3'd1;
			end
		end
	end
end
endmodule
module maq_m(
	input maqm_clock,
	input maqm_reset,
	input maqm_enable,
	input maqm_add_min,
	output logic [3:0] maqm_uni,
	output logic [2:0] maqm_dez,
	output logic maqm_add_hor
);
always_ff @(posedge maqm_clock) begin
	if (!maqm_reset) begin
		maqm_uni <= 4'd0;
		maqm_dez <= 3'd0;
	end
	else if (maqm_enable & maqm_add_min) begin
		if (maqm_dez == 3'd1 & maqm_uni == 4'd2) begin  
			maqm_uni <= 4'd0;
			maqm_dez <= 3'd0;
		end
		else begin
			maqm_uni <= maqm_uni + 4'd1;
			if (maqm_uni == 4'd2) begin  
				maqm_uni <= 4'd0;
				maqm_dez <= maqm_dez + 3'd1;
			end
		end
	end
end
always_comb
	maqm_add_hor <= (maqm_dez == 3'd1 & maqm_uni == 4'd2 & maqm_add_min);  
endmodule
module maq_s(
	input maqs_clock,
	input maqs_reset,
	input maqs_enable,
	output logic [3:0] maqs_uni,
	output logic [2:0] maqs_dez,
	output logic maqs_add_min
);
always_ff @(posedge maqs_clock) begin
	if (!maqs_reset) begin
		maqs_uni <= 4'd0;
		maqs_dez <= 3'd0;
	end
	else if (maqs_enable) begin
		if (maqs_dez == 3'd1 & maqs_uni == 4'd3) begin  
			maqs_uni <= 4'd0;
			maqs_dez <= 3'd0;
		end
		else begin
			maqs_uni <= maqs_uni + 4'd1;
			if (maqs_uni == 4'd3) begin  
				maqs_uni <= 4'd0;
				maqs_dez <= maqs_dez + 3'd1;
			end	
		end
	end
end
always_comb
	maqs_add_min <= (maqs_dez == 3'd1 & maqs_uni == 4'd3);  
endmodule
module sistema(
	input clock,
	input reset,
	output logic [6:0] uni_seg,
	output logic [6:0] dez_seg,
	output logic [6:0] uni_min,
	output logic [6:0] dez_min,
	output logic [6:0] uni_hor,
	output logic [6:0] dez_hor
);
logic enable1hz;
enable_1hz habilitador(
	.enable_clock(clock),
	.enable_reset(reset),
	.enable_pulseout(enable1hz)
);
logic [3:0] bcd_uni_seg;
logic [2:0] bcd_dez_seg;
logic add_min;
maq_s maqs_display_seg(
	.maqs_clock(clock),
	.maqs_reset(reset),
	.maqs_enable(enable1hz),
	.maqs_uni(bcd_uni_seg),
	.maqs_dez(bcd_dez_seg),
	.maqs_add_min(add_min)
);
bcd_7seg display_uni_seg(
	.bcd_display_in(bcd_uni_seg),
	.bcd_display_out(uni_seg)
);
bcd_7seg display_dez_seg(
	.bcd_display_in({1'b0, bcd_dez_seg}),
	.bcd_display_out(dez_seg)
);
logic [3:0] bcd_uni_min;
logic [2:0] bcd_dez_min;
logic add_hor;
maq_m maqm_display_min(
	.maqm_clock(clock),
	.maqm_reset(reset),
	.maqm_enable(enable1hz),
	.maqm_add_min(add_min),
	.maqm_uni(bcd_uni_min),
	.maqm_dez(bcd_dez_min),
	.maqm_add_hor(add_hor)
);
bcd_7seg display_uni_min(
	.bcd_display_in(bcd_uni_min),
	.bcd_display_out(uni_min)
);
bcd_7seg display_dez_min(
	.bcd_display_in({1'b0, bcd_dez_min}),
	.bcd_display_out(dez_min)
);
logic [3:0] bcd_uni_hor;
logic [1:0] bcd_dez_hor;
maq_h maqh_display_hor(
	.maqh_clock(clock),
	.maqh_reset(reset),
	.maqh_enable(enable1hz),
	.maqh_add(add_hor),
	.maqh_uni(bcd_uni_hor),
	.maqh_dez(bcd_dez_hor)
);
bcd_7seg display_uni_hor(
	.bcd_display_in(bcd_uni_hor),
	.bcd_display_out(uni_hor)
);
bcd_7seg display_dez_hor(
	.bcd_display_in({2'd0, bcd_dez_hor}),
	.bcd_display_out(dez_hor)
);
endmodule
==> ./run.sh <==
#!/bin/bash
# OpenROAD 26Q1-2900-gdf79404cd8, Yosys 0.63+post, stock flow scripts
make -C /OpenROAD-flow-scripts/flow DESIGN_CONFIG=/design/flow/config.mk WORK_HOME=/design/flow/orfs finish
==> ./config.mk <==
export PLATFORM = sky130hd
export DESIGN_NAME = sistema
export DESIGN_NICKNAME = sistema
export VERILOG_FILES = /design/flow/design.v
export SDC_FILE = /design/flow/constraint.sdc
export NUM_CORES = 4
export LEC_CHECK = 1
export CORE_UTILIZATION = 50
==> ./constraint.sdc <==
current_design sistema

set clk_period 4.1
set clk_io_pct 0.2

create_clock -name clk0 -period $clk_period [get_ports {clock}]

set non_clock_inputs [all_inputs -no_clocks]
set_input_delay [expr $clk_period * $clk_io_pct] -clock clk0 $non_clock_inputs
set_output_delay [expr $clk_period * $clk_io_pct] -clock clk0 [all_outputs]
==> flow_summary.yaml <==
# flow metrics
logic_synthesis:
  ys_area_mm2: 0.00305
  avgSynthCellArea_um2: 9.39
  async_flop_share_pct: 0
  yosysSeqAreaShare_pct: 45.9
  ys.flops: 70
  ff_type: "dfxtp_1"
  ys_cells: 325
  synth_cells: 325
  ys_types: 48
  yosys_warnings: 6
  netlist_area_mm2: 0.00305
  edf_count: 0
finish:
  flop_area_mm2: 0.00140
  final_area_mm2: 0.00348
  drive_gt1_share_pct: 7.80
  layout_top_cell: "dfxtp_1"
  fillers: 543
  lay_top_cells: "70 x dfxtp_1, 47 x nor2_1, 27 x clkdlybuf4s50_1"
  syn_to_final_growth_pct: 14.2
  logic_area_mm2: 0.00147
detailed_routing:
  firstDrtPassIters: 6
  drt_iter0_drc: 72
  drc: 0
  vias_per_cell: 5.00
  antenna_left: 0
  drt_wl_total_um: 5090
  antenna_cells: 0
  vias: 2172
  wl_per_cell_um: 11.7
worst_hold_path:
  min_path_type: "reg2reg"
  hold_start: "maqh_display_hor.maqh_dez[2]"
setup_path:
  cp.arrival_ns: 2.93
  crit_type: "reg2reg"
  crit_path_max_fanout: 6
  crit_path_max_incr_delay_ns: 0.49
  start_kind: "flip-flop"
  regToRegStartpoint: "maqs_display_seg.maqs_uni[0]"
  cp.required_ns: 4.30
  crit_start: "maqs_display_seg.maqs_uni[0]"
  critPathCaptureType: "flip-flop"
  path_cells: "ha_1, nor3b_1, nand3b_2, nor4_4, and4_1, mux2i_1, o22ai_1"
  cp_slowest_cell: "nor3b_1"
power_and_ir_drop:
  p_leak_uw: 0.00135
  p_total_uw: 1240
  p_per_area_mw_per_mm2: 355
  vdd_ir_drop_max_v: 0.000186
sta:
  period_minus_slack_ns: 2.74
  fin_tns_setup_ns: 0
  worst_pin_slew_ns: 0.681
  setup_violations: 0
  finalClockPeriodUsage_pct: 66.8
  hold_viol: 0
  fmax_mhz: 365
  maxSlewHeadroom_pct: 54.5
  setup_ws_ns: 1.36
  worst_clock_skew_ns: 0.00533
  hold_slack_ns: 0.489
  grt_setup_unrepaired: "false"
  slew_violations: 0
clocking:
  clkTransAtPathRegs_ns: 0.07
  htreeDepth: 3
  postCtsSetupBuffers: 0
  clkSinkCount: 70
  cts_resized: 0
  ctsHoldBuffers: 0
  clockBufferDepth: 2
  root_buffer: "clkbuf_8"
  cts_tree: "done"
  worst_skew_pair.late_latency_ns: 0.34
  numCtsBuffers: 9
floorplan:
  die_h_um: 80.1
  dieWidth_um: 80.1
  core-area_mm2: 0.00589
  initCoreUtil_pct: 51.8
  rows: 28
  pin_count: 44
  die_area_mm2: 0.00642
global_route:
  grt_util_all_layers_pct: 17.8
  antenna_found_initial: 0
  grt.overflow.total: 0
  grt_pass1_vias: 1969
  grt_pass1_wl_um: 8740
  grt_max_degree: 27
placed_design:
  place_area_mm2: 0.00331
  portBuffers: 27
  hpwlAfterDp_um: 3600
  place_congestion: 0.789
  dpl_worst_slack_ns: 1.40
outcome:
  status: "finished clean"
flow_run:
  warnings: 30
  cap_violations: 0
state kept, by name, summed over array words and instances (netlist names), 4 cells and up:
signal / count
habilitador.contador: 26
maqh_display_hor.maqh_uni: 4
maqm_display_min.maqm_uni: 4
maqs_display_seg.maqs_uni: 4
uni_hor: 5
uni_min: 5
uni_seg: 5
Yosys cell counts, types with 2 or more instances:
cell type	instances	area [um2]
clkbuf_1	3	11.3
nor3_1	11	55.1
nor4_1	2	12.5
nor3b_1	4	30.0
and4_2	2	20.0
nand2_1	16	60.1
a21o_1	2	15.0
nor2_1	47	176
buf_2	2	10.0
xnor2_1	12	105
nand3_1	15	75.1
o21ai_0	7	35.0
or3_1	6	37.5
buf_4	19	143
a21oi_1	8	40.0
nand4_1	3	18.8
nor4_2	2	25.0
dfxtp_1	70	1400
xor2_1	13	114
nor2b_1	2	12.5
and2_1	3	18.8
nand4b_1	2	17.5
ha_1	12	150
mux2i_1	6	60.1
nor4_4	2	42.5
and3_1	5	31.3
inv_1	20	75.1
o21ai_1	2	10.0
o22ai_1	5	31.3
and4_1	4	35.0
kinds of logic after synthesis:
logic type	after synthesis	share of synthesized area [%]
xor gates and xnor gates	25	7.18
muxes	7	2.34
buffers and inverters	44	7.83
AOI/OAI and AO/OA	30	5.91
and+or+nand+nor	136	25.8
other	1	0.123
adders and majority gates	12	4.92
DFF	70	45.9
path summary, 6_finish.rpt:
| path | depth (start not counted) | slack [ns] | end |
|---|---|---|---|
| max | 7 | 1.36 | uni_hor[0] |
| min | 2 | 0.49 | maqh_display_hor.maqh_dez[2] |
| max reg2reg | 7 | 1.36 | uni_hor[0] |
| min reg2reg | 2 | 0.49 | maqh_display_hor.maqh_dez[2] |
critical path, delay by kind of cell, from the launching register on:
| kind | cells | cell delay (ns) |
|---|---|---|
| compound gates | 1 | 0.13 |
| mux | 1 | 0.46 |
| fa+ha+maj | 1 | 0.20 |
| simple gates | 4 | 1.43 |
| flops | 1 | 0.37 |
per-layer routing:
metal,wire length (um),track usage (%),share of wire [%],vias to the layer above
met1,2470,24.9,48,996
met5,0,0,0,-
met2,2350,29.4,46,37
met4,83,3.04,1.6,0
met3,194,3.81,3.8,8
li1,-,-,-,1131
metrics by stage:
stage | util [%] | instances
after CTS | 59.2 | 434
after global placement | 56.3 | 419
final | 59.2 | 434
after global routing | 59.2 | 434
after floorplan | - | 340
after detailed placement | 56.3 | 419
final cells by class:
class	count	area share [%]
clock buffers	14	4.67
clock inverters	1	0.144
inverters	20	2.16
multi-input cells	226	42.1
flip-flops and latches	70	40.2
well taps	75	2.69
repair buffers	28	7.98
where the power goes:
part	internal, uW	leakage [uW]	switching [uW]
combinational	22.4	0.000697	38.2
sequential	689	0.000564	7.66
clock	249	0.0000865	229
total	960	0.00135	275
Power and IR drop assume default switching activity.
